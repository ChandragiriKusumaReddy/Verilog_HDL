<file path="design/flow/run.sh">
#!/bin/bash
# OpenROAD 26Q1-2900-gdf79404cd8, Yosys 0.63+post, stock flow scripts
make -C /OpenROAD-flow-scripts/flow DESIGN_CONFIG=/design/flow/config.mk WORK_HOME=/design/flow/orfs finish
</file>
<file path="design/flow/config.mk">
export PLATFORM = sky130hd
export DESIGN_NAME = mod_n_counter
export DESIGN_NICKNAME = mod_n_counter
export VERILOG_FILES = /design/flow/design.v
export SDC_FILE = /design/flow/constraint.sdc
export NUM_CORES = 4
export LEC_CHECK = 1
export CORE_AREA = 10 10 70 70
export DIE_AREA = 0 0 80 80
</file>
<file path="design/flow/constraint.sdc">
current_design mod_n_counter

set clk_period 1.8
set clk_io_pct 0.2

create_clock -name clk0 -period $clk_period [get_ports {clk}]

set non_clock_inputs [all_inputs -no_clocks]
set_input_delay [expr $clk_period * $clk_io_pct] -clock clk0 $non_clock_inputs
set_output_delay [expr $clk_period * $clk_io_pct] -clock clk0 [all_outputs]
</file>
<file path="design/flow/design.v">
module mod_n_counter(
  input clk,
  input rst,
  output reg[3:0] count  
);
  parameter N=10;
  always@(posedge clk or posedge rst)
    begin
     if(rst)
       count<=0;
     else if(count==N-1)
       count<=0;
     else
       count<=count+1;
    end
endmodule
</file>
==> impl_table.tex <==
% Yosys + OpenROAD metrics
\begin{tabular}{lr}
\hline
Metric & Value \\
\hline
\multicolumn{2}{l}{\textbf{Route}} \\
Wire length per cell after detailed routing & around 6 um \\
Antenna diodes & 0 \\
Post-route antenna net violation count & 0 \\
Overall routed net length & 420 um \\
DRC & 0 \\
Via density per instance & about 1.8 \\
Iteration tally of the first detailed-router pass & 1 \\
Number of vias after detailed routing & between 100 and 150 \\
Number of design-rule violations left by the first detailed-router iteration & 0 \\
\multicolumn{2}{l}{\textbf{Global route}} \\
Total GRT Usage & 0.0160 \\
Initial antenna violation count & 0 \\
Pin count of the biggest net entering global routing & 8 \\
Vias in the first global route & around 160 \\
Grt total ovfl & 0 \\
Wire length of the first global-routing pass & between 700 and 800 um \\
\multicolumn{2}{l}{\textbf{Final timing}} \\
Setup\_tns & 0 ns \\
Final count of pins violating max slew & 0 \\
Setup repair after global routing missed its margin & false \\
Minimum hold slack & between 0.3 and 0.4 ns \\
Pin slew with the least headroom to its limit & 0.147 ns \\
Worst Clk Skew & 0.00295 ns \\
Number of endpoints failing setup at the final stage & 0 \\
Final Critical Period & approximately 1.5 ns \\
Tcrit/Tclk final & 0.844 \\
Worst slew slack as a fraction of its limit & 0.899 \\
Achievable frequency & about 660 MHz \\
Number of hold-slack violations in the final timing report & 0 \\
\multicolumn{2}{l}{\textbf{Power and ir drop}} \\
PwrDens & 683 nW/um2 \\
Leakage & $\sim$0.12 nW \\
Max IR drop VDD & about 0.000095 V \\
\multicolumn{2}{l}{\textbf{Logic synthesis}} \\
Synthesized cell area & about 170 um2 \\
YS chip area & about 170 um2 \\
Post-Synthesis Cells & 16 \\
\# Cells Yosys & 16 \\
Cell variety after synth & 9 \\
Mean cell area of the mapped netlist & approximately 11 um2 \\
Number of warning messages in the yosys log & 1 \\
Number of synthesized register bits & 4 \\
Share of synthesized area occupied by flip-flops and latches & 0.593 \\
\multicolumn{2}{l}{\textbf{Worst hold path}} \\
Worst min-delay path class & in -> async \\
\multicolumn{2}{l}{\textbf{Clock tree}} \\
Insertion delay at the late pin of the worst-skew pair & 0.23 ns \\
Number of buffers created by CTS & 3 \\
Clock transition at path regs & roughly 0.04 ns \\
Clock tree from TritonCTS & yes \\
Number of clock sinks seen by CTS & 4 \\
Setup Fix Bufs, Post-CTS & 0 \\
Clock root buffer master & clkbuf\_4 \\
\# hold bufs at CTS & 0 \\
Post\_cts resized & 0 \\
H-Tree Level Count & 1 \\
Max clock buf depth & 2 \\
\multicolumn{2}{l}{\textbf{Floorplan}} \\
Fp\_density & 0.0495 \\
Die H & 80 um \\
CORE AREA & 3420 um2 \\
Horizontal extent of the die & $\sim$80 um \\
Area of the die & roughly 6400 um2 \\
Floorplan row count & 21 \\
Top-level port count & 6 \\
\multicolumn{2}{l}{\textbf{Critical path}} \\
End of the worst register-to-register path & count[3]\$\_DFF\_PP0\_ \\
Cell-by-cell trace of the critical path & clkdlybuf4s50\_1 \\
Data arrival time at the worst-slack endpoint & around 1.2 ns \\
Launch instance of the worst register-to-register path & count[2]\$\_DFF\_PP0\_ \\
Setup slack of the worst register-to-register path & between 0.8 and 0.9 ns \\
Slowest library cell on the worst path & clkdlybuf4s50\_1 \\
Peak per-stage delay on the critical path & 0.50 ns \\
Critical Path Start & count[2]\$\_DFF\_PP0\_ \\
Worst r2r path cells & 3 \\
Crit Path Max Fanout & 6 \\
Family of cells with the greatest summed delay on the critical path & buffers and inverters \\
Worst path required time & about 1.4 ns \\
CP endpoint kind & primary output \\
Critical Path Source Type & register \\
Worst Path Buf+Inv & 1 \\
Worst setup path category & reg -> out \\
\multicolumn{2}{l}{\textbf{Run}} \\
Max-Cap Viols & 0 \\
Tool Warnings & 25 \\
\multicolumn{2}{l}{\textbf{Final layout}} \\
Layout cells sized above 1 & 0.125 \\
Syn-to-layout area delta & 77.0\% \\
Largest registers & count x4 \\
Max reg flops & 4 \\
Register ranked first by flip-flop count & count \\
Cell area after layout & between 200 and 300 um2 \\
\multicolumn{2}{l}{\textbf{Placement}} \\
Number of port buffers & 5 \\
Routability cong. & around 0.65 \\
DPL Wire Length & $\sim$330 um \\
Cell Area, Placed & 277 um2 \\
\multicolumn{2}{l}{\textbf{Status}} \\
Status & complete, no violations \\
\hline
\end{tabular}
how the worst max path moves through the flow:
stage / depth (start not counted) / to / slack (ns)
after global routing: 1 / count[0] / 0.18
after CTS: 1 / count[2] / 0.27
final: 1 / count[2] / 0.28
layer usage:
layer | track usage | vias up | wire length (um)
met1 | 0.0173 | 54 | 181
met2 | 0.0144 | 8 | 120
met3 | 0.0250 | 0 | 119
met5 | 0 | - | 0
met4 | 0.00528 | 0 | 0
li1 | - | 67 | -
synthesized netlist by cell type, drive strengths merged:
library cell,n,area share
dfrtp,4,0.59
inv,4,0.089
xnor2,1,0.052
nand3b,1,0.044
a22o,1,0.052
mux2i,1,0.059
o21ai,3,0.089
nand2,1,0.022
cells in the final DEF, fill, tap and decap left out:
cell / n
o21ai_0: 1
mux2i_1: 1
a22o_1: 1
xnor2_1: 1
o21ai_1: 2
nand3b_1: 1
nand2_1: 1
dfrtp_1: 4
clkbuf_4: 3
clkdlybuf4s50_1: 5
inv_1: 4
through the flow:
stage	total power, mW	setup WS (ns)	utilization	cells
floorplan	0.0931	0.932	-	16
global placement	0.0958	0.546	0.0810	67
detailed placement	0.0959	0.521	0.0810	67
CTS	0.211	0.266	0.0875	70
global route	0.222	0.184	0.0875	70
finish	0.204	0.281	0.0875	70
power by group:
part / switching [mW] / leakage, nW / internal, mW
sequential: 0 / 0.0513 / 0.0905
clock: 0.0351 / 0.0138 / 0.0745
combinational: 0.00209 / 0.0503 / 0.00204
total: 0.0372 / 0.115 / 0.167
area by class of cell:
| cell class | instances | area [um2] |
|---|---|---|
| Inverter | 4 | 15.0 |
| Timing Repair Buffer | 5 | 50.0 |
| Sequential cell | 4 | 100 |
| Multi-Input combinational cell | 8 | 53.8 |
| Clock buffer | 3 | 22.5 |
| Tap cell | 46 | 57.6 |
| Fill cell | 404 | 3120 |
cells by family after synthesis:
kind of cell	Yosys count	share of synthesized area
AND-OR/OR-AND	4	0.141
buffers and inverters	4	0.0889
multiplexers	1	0.0593
AND/OR/NAND/NOR	2	0.0667
XOR/XNOR	1	0.0519
flip-flops	4	0.593
Power figures rest on the tool's default switching activity, not on a simulated workload.
