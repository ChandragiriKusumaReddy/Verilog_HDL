<file path="/design/flow/config.mk">
export PLATFORM = sky130hd
export DESIGN_NAME = down_counter
export DESIGN_NICKNAME = down_counter
export VERILOG_FILES = /design/flow/design.v
export SDC_FILE = /design/flow/constraint.sdc
export NUM_CORES = 4
export LEC_CHECK = 1
export CORE_AREA = 10 10 70 70
export DIE_AREA = 0 0 80 80
</file>
<file path="/design/flow/run.sh">
#!/bin/bash
# OpenROAD 26Q1-2900-gdf79404cd8, Yosys 0.63+post, stock flow scripts
make -C /OpenROAD-flow-scripts/flow DESIGN_CONFIG=/design/flow/config.mk WORK_HOME=/design/flow/orfs finish
</file>
<file path="/design/flow/design.v">
module down_counter(
  input clk,
  input rst,
  output reg [3:0] count
);
  always@(posedge clk or posedge rst)
    begin
      if(rst)
        count<=4'b1111;
      else
        count<=count-1;
    end
endmodule
</file>
<file path="/design/flow/constraint.sdc">
current_design down_counter

set clk_period 1.0
set clk_io_pct 0.2

create_clock -name clk0 -period $clk_period [get_ports {clk}]

set non_clock_inputs [all_inputs -no_clocks]
set_input_delay [expr $clk_period * $clk_io_pct] -clock clk0 $non_clock_inputs
set_output_delay [expr $clk_period * $clk_io_pct] -clock clk0 [all_outputs]
</file>
==> reports/qor.yml <==
layout:
  drive_gt1_share_pct: 83.3
  syn_to_final_growth_pct: 103
  finalNonFillerCells: 71
  regMostFlops: "count"
  num-fill-cells: 400
  stdcell_area_um2: 325
  reg.largest.list: "count: 4 flops"
  largest_register_ffs: 4
  most-common-layout-cells: "dfstp_2 (4), buf_2 (4), clkbuf_4 (3)"
critical_path:
  path_max_fanout: 2
  critPathMaxStageDelay_ns: 0.53
  arrival_ns: 0.85
  critical_path_class: "flip-flop to output pin"
  crit_buf_inv: 1
  crit_slowest_cell: "dfstp_2"
  path_delay_family: "flip-flops"
  cp-end-kind: "output pin"
  path_cells: "buf_2"
  worst_setup_path_start_kind: "flip-flop"
  reg2regPathDepth: 4
  cp.required_ns: 0.80
  crit_cells: 1
synth:
  yosys_area_um2: 160
  syn_area_per_cell_um2: 13.3
  ys_seq_share_pct: 65.6
  syn-cell-area_um2: 160
  syn_inst: 12
  ys_warn_count: 1
  synth_cell_types: 5
  yosysCellCount: 12
  synth_flops: 4
outcome:
  violations: "negative setup slack"
  outcome: "finished with violations"
routing:
  antenna_left: 0
  drt_iter0_markers: 1
  drt_pass1_iterations: 2
  dr_total_vias: 122
  routed_via_density: 1.72
  routedWlPerCell_um: 5.03
  drc: 0
  routed_wl_um: 357
global_routing:
  grt_pass1_vias: 133
  grt_usage_pct: 1.25
  grt_max_degree: 5
  grt_overflow: 0
  grt_first_pass_wirelength_um: 572
  antenna_found_initial: 1
timing:
  setup-violations-final: 5
  final-hold-violation-count: 0
  tns_ns: -0.159
  max_freq_mhz: 957
  skew_ns: 0.000265
  worst_slack_ns: -0.0453
  fin_crit_ns: 1.05
  period_used_pct: 105
  slew_headroom_pct: 89.8
  rsz0062_at_grt: "true"
  worst_pin_slew_ns: 0.152
  drv_slew: 0
clock_tree:
  cts_buffers: 3
  root_buffer: "clkbuf_4"
  cts.path.max_buffers: 2
  clk_latency_ns: 0.23
  cts_hold_buf: 0
  cts_tree: "built"
  cts_max_level: 1
  path_clk_slew_ns: 0.04
  cts_sinks: 4
run:
  drv_cap: 0
  warnings: 27
floorplanning:
  initCoreUtil_pct: 4.69
  row_count: 21
  fp.coreArea_um2: 3420
  die_area_um2: 6400
  chipHeight_um: 80
  num_io_pins: 6
  die_w_um: 80
placed_design:
  dp.cells: 67
  gp_congestion: 0.672
  port_buffers: 5
  place_area_um2: 298
min_path:
  min_path_type: "input port to asynchronous set/reset pin"
pwr:
  p_leak_nw: 0.133
  power_density_nw_per_um2: 1120
  ir_worst_vdd_mv: 0.153
## per-stage QoR
stage | setup WS [ns] | power (mW) | hold slack (ns) | utilization [%]
2_1_floorplan | 0.0392 | 0.168 | 0.155 | -
3_3_place_gp | -0.170 | 0.172 | 0.579 | 8.72
3_5_place_dp | -0.171 | 0.172 | 0.582 | 8.72
4_1_cts | -0.0591 | 0.379 | 0.348 | 9.45
5_1_grt | -0.0933 | 0.396 | 0.380 | 9.52
6_report | -0.0453 | 0.365 | 0.351 | 9.52
## kinds of logic (layout without fill, tap and decap cells)
kind of cell / Yosys count / in the layout / share of synthesized area [%]
buffers and inverters: 4 / 16 / 9.37
XOR/XNOR: 2 / 2 / 10.9
other: 0 / 1 / 0
AND/OR/NAND/NOR: 1 / 1 / 6.25
flip-flops: 4 / 4 / 65.6
adder cells (fa/ha/maj): 1 / 1 / 7.81
## timing repair
item                                    4_1_cts  5_1_grt
resized                                      19        1
pin swaps                                     0        0
buffers inserted                              0        0
endpoints found under the setup margin        6        6
## synth_stat cells
library cell	n	area share (%)
dfstp_2	4	66
ha_1	1	7.8
inv_1	4	9.4
nor3_2	1	6.3
xor2_1	2	11
## layer usage
metal	vias up	routed length [um]	GRT usage [%]
met5	-	0	0
met4	0	0	0.704
li1	60	-	-
met2	6	118	1.20
met3	0	108	2.27
met1	56	131	1.00
## power by group
group / internal [mW] / switching, mW
sequential: 0.163 / 0
combinational: 0.00366 / 0.00315
clock: 0.134 / 0.0604
## worst paths after layout
| kind | from | slack [ns] | end |
|---|---|---|---|
| setup / recovery | count[1] | -0.05 | count[1] |
| hold / removal | rst | 0.35 | count[3] |
| setup reg to reg | count[0] | -0.01 | count[2] |
| hold reg to reg | count[0] | 0.56 | count[0] |
| max in group asynchronous | rst | 0.63 | count[1] |
| min in group clk0 | count[0] | 0.56 | count[0] |
## worst reg2reg max path: cells and delay by family, from the launching register on
kind | cells | cell delay, ns
buffers and inverters | 2 | 0.13
XOR/XNOR | 1 | 0.13
flip-flops | 1 | 0.52
adder cells (fa/ha/maj) | 1 | 0.14
## final cells by class
class | instances | area (um2) | share of cell area, %
flip-flops and latches | 4 | 105 | 32.3
repair buffers | 9 | 67.6 | 20.8
well taps | 46 | 57.6 | 17.7
multi-input cells | 4 | 52.6 | 16.2
clock buffers | 3 | 22.5 | 6.92
inverters | 4 | 17.5 | 5.38
diodes | 1 | 2.50 | 0.769
Power is estimated from default activity; no workload was simulated.
